### flow/design.v
`timescale 1ns / 1ps
module Uart_Transmitter
#(  parameter CLK_FREQ      = 50_000_000,
    parameter BAUD_RATE     = 9600,
    parameter Word_Len      = 8)
(
 input clk,reset,
 input[Word_Len-1:0]tx_data_in,
 input tx_data_valid,
 output reg Uart_Tx,
 output tx_data_ready,
 output [2:0]current_state_out,
 output [5:0]bit_counter_out
 );
localparam Baud_Rate_Max = CLK_FREQ/BAUD_RATE;
localparam Bit_Count_Max = Word_Len;
integer Baud_Counter = 0;
reg  [5:0] Bit_Counter = 0;
reg  [2:0] Current_State= 3'b001, Next_State = 3'b001;
assign bit_counter_out = Bit_Counter;
assign current_state_out = Current_State;
wire Baud_Done,Data_Done; 
assign Baud_Done  = (Baud_Counter == Baud_Rate_Max -1) ? 1'b1: 1'b0;     
assign Data_Done  = (Bit_Counter == Word_Len-1)? 1'b1: 1'b0;            
reg [Word_Len-1:0]tx_data_in_store = 0 , tx_data_in_process = 0;
wire tx_data_in_ready;
assign tx_data_in_ready = (Current_State == 3'b001)? 1'b1: 1'b0;        
assign tx_data_ready = tx_data_in_ready;     
always @(posedge clk) begin
    if(reset == 1) begin
        tx_data_in_store <= 0; 
    end else if(tx_data_in_ready & tx_data_valid == 1) begin
        tx_data_in_store <= tx_data_in;
    end
end
always @(posedge clk) begin
    if(reset == 1)
        Baud_Counter <= 0 ;
    else begin
        if(Baud_Counter < Baud_Rate_Max)
            Baud_Counter <= Baud_Counter +1;
        else 
            Baud_Counter <= 0 ;
    end
end
always@(posedge clk) begin
    if(reset == 1) begin
        tx_data_in_process <= 0;
        Bit_Counter <= 0;
    end else if (Baud_Done == 1) begin
           if(Current_State != Next_State) begin
                tx_data_in_process  <= tx_data_in_store ;
                Bit_Counter         <= 0;
           end else begin
                tx_data_in_process      <= tx_data_in_process  >> 1;
                Bit_Counter             <= Bit_Counter + 1;
           end
    end
end
always @(posedge clk) begin 
    if(reset == 1) begin
        Current_State <= 3'b001;
    end else begin
        Current_State <= Next_State;
    end
end
always @(*) begin
    case(Current_State)
    3'b001   : begin 
                    if(tx_data_valid == 1)
                         Next_State = 3'b010;
                    else 
                        Next_State  = Current_State;
              end 
    3'b010  : begin 
                    if (Baud_Done == 1) 
                         Next_State = 3'b011;
                    else 
                        Next_State  = Current_State;
                end
    3'b011   : begin
                    if (Baud_Done & Data_Done == 1)
                        Next_State = 3'b100 ;
                    else 
                        Next_State  = Current_State;
             end
    3'b100   : begin 
                   if (Baud_Done == 1) 
                         Next_State = 3'b001;
                    else 
                        Next_State  = Current_State;
               end
    endcase
end
localparam Idle_tx  = 1'b1,
           Start_tx = 1'b0,
           Stop_tx  = 1'b1;
always @(*) begin
    case(Current_State)
    3'b001   : begin 
                        Uart_Tx <=  Idle_tx;
              end 
    3'b010  : begin 
                        Uart_Tx <=  Start_tx;
                end
    3'b011   : begin
                        Uart_Tx <=  tx_data_in_process[0];
             end
    3'b100   : begin 
                        Uart_Tx <=  Stop_tx;
               end
    endcase
end
endmodule
### flow/run.sh
#!/bin/bash
# OpenROAD 26Q1-2900-gdf79404cd8, Yosys 0.63+post, stock flow scripts
make -C /OpenROAD-flow-scripts/flow DESIGN_CONFIG=/design/flow/config.mk WORK_HOME=/design/flow/orfs finish
### flow/config.mk
export PLATFORM = sky130hd
export DESIGN_NAME = Uart_Transmitter
export DESIGN_NICKNAME = Uart_Transmitter
export VERILOG_FILES = /design/flow/design.v
export SDC_FILE = /design/flow/constraint.sdc
export NUM_CORES = 4
export LEC_CHECK = 1
export CORE_UTILIZATION = 50
### flow/constraint.sdc
current_design Uart_Transmitter

set clk_period 3.8
set clk_io_pct 0.2

create_clock -name clk0 -period $clk_period [get_ports {clk}]

set non_clock_inputs [all_inputs -no_clocks]
set_input_delay [expr $clk_period * $clk_io_pct] -clock clk0 $non_clock_inputs
set_output_delay [expr $clk_period * $clk_io_pct] -clock clk0 [all_outputs]
==> qor.yml <==
place:
  gp_congestion: 0.808
  port_buffers: 21
  dpl_cell_area_sq_um: 2960
  dp_cells: 386
  place_hpwl_microns: 3320
routing:
  routed-via-count: 2099
  antenna-diode-count: 0
  wl_microns: 4960
  wl_per_cell_microns: 12.3
  routed_via_density: 5.22
  drt_first_iter_violations: 64
  dr.pass1.iters: 6
  drc: 0
  antenna_left: 0
synthesis:
  top_cells_by_count: "dfxtp_1, nor2_1, xnor2_1"
  topCellsByArea: "dfxtp_1, nor2_1, xnor2_1"
  yosys_most_used_dff: "dfxtp_1"
  synth_area_leader_cell: "dfxtp_1"
  ys_seq_elements: 61
  yosysTopAreaCellShare_pct: 42.3
  synth_cell_types: 44
  ys_cells: 307
  synthArstFlopShare_pct: 0
  synth.most_common_cell: "dfxtp_1"
  edf_count: 0
  yosys-stat-area_sq_um: 2700
  syn_area_sq_um: 2700
  yosysWarnings: 1
  syn_inst: 307
  avgSynthCellArea_sq_um: 8.78
pwr:
  switchingPower_w: 0.000267
  p_int_w: 0.000973
  cellLeakagePower_nw: 1.09
  powerDensity_nw_per_um2: 391
  clkPwrFrac_pct: 46.3
  combPwrFrac_pct: 4.2
  seqPwrFrac_pct: 49.5
  p_sw_share_pct: 21.6
  vdd_ir_drop_max_mv: 0.275
timing:
  clock.fmax_mhz: 412
  final-max-slew-violation-count: 0
  worst_pin_slew_ns: 0.611
  unclocked_regs: 4
  rsz0062_at_grt: "false"
  untimed_endpoints: 5
  hold_viol: 0
  finalClockSkew_ns: 0.00823
  slew_headroom_pct: 59.3
  post-route-min-period_ns: 2.43
  hold_ws_ns: 0.460
  setup_viol: 0
  post-route-period-util_pct: 63.9
  fin_tns_setup_ns: 0
die:
  core_area_sq_um: 5140
  die_w_microns: 75.4
  num_rows: 26
  fp_util_pct: 52.4
  ios: 22
  die_y_microns: 75.4
  die-area_sq_um: 5690
setup_path:
  rr_endpoint: "Bit_Counter[5]$_SDFFE_PP0P_"
  crit_fanout: 9
  ff2ff_path_depth: 6
  r2r_setup_slack_ns: 1.37
  crit_buf_inv: 0
  crit_slowest_cell: "or4_1"
  path_cells: "ha_1 > nand2_1 > or3_1 > or3_1 > or4_1 > a21oi_1"
  cp_slowest_stage_delay_ns: 0.53
  worstPathArrival_ns: 2.69
  crit_start: "Baud_Counter[0]$_SDFF_PP0_"
  path_common_cell: "or3_1"
  crit_path_end_kind: "flop"
  startpoint_type: "flop"
  critPathKind: "reg2reg"
  cp_top_family: "simple AND/OR/NAND/NOR gates"
  r2r-start: "Baud_Counter[0]$_SDFF_PP0_"
  cp.required_ns: 4.06
clock_network:
  clk_path_buf_depth: 2
  cts_htree_levels: 3
  numCtsBuffers: 9
  cts_tree: "built"
  clk_pin_slew_ns: 0.07
  postCtsResizedCells: 0
  root_buffer: "clkbuf_8"
  cts_hold_buf: 0
  postCtsSetupBuffers: 0
  worstSkewPairLatency_ns: 0.33
hold_path:
  hold_end: "tx_data_in_process[7]$_SDFFE_PP0P_"
  holdCritPathClass: "reg2reg"
  hold_depth: 2
  hp-start: "tx_data_in_process[7]$_SDFFE_PP0P_"
run:
  maxCapViolations: 0
  tool_warnings: 26
final_layout:
  fin_area_sq_um: 3170
  area_growth_pct: 17.6
  nFillCells: 468
  drive_above_1_share_pct: 8.13
  finalNonFillerCells: 402
global_route:
  grt_first_pass_wirelength_microns: 8290
  grt_pass1_vias: 1869
  antenna_found_initial: 0
  grt_usage_pct: 19.7
  overflow: 0
  grt_start_max_net_pins: 28
status:
  status: "finished clean"
[power groups by stage]
stage / clock [W] / sequential [W] / combinational (W)
finish: 0.000574 / 0.000614 / 0.0000523
CTS: 0.000587 / 0.000614 / 0.0000532
global route: 0.000614 / 0.000614 / 0.0000584
[routing by layer]
metal	global-route usage, %	vias up	share of wire [%]
met5	0	-	0
met4	2.47	0	0.87
li1	-	1111	-
met3	4.83	4	4.5
met2	31.5	35	45
met1	29.1	949	50
[metrics by stage]
step	power (W)	setup slack, ns	utilization, %
6_report	0.00124	1.37	61.7
2_1_floorplan	0.000659	1.61	-
3_5_place_dp	0.000680	1.20	57.6
4_1_cts	0.00125	1.34	61.7
3_3_place_gp	0.000680	1.22	57.6
5_1_grt	0.00129	1.21	61.7
[how the worst max path moves through the flow]
stage     cells after the start                     endpoint
6_report                      6  Bit_Counter[5]$_SDFFE_PP0P_
4_1_cts                       6  Bit_Counter[5]$_SDFFE_PP0P_
5_1_grt                       6  Bit_Counter[5]$_SDFFE_PP0P_
[cell usage in the layout (no fill, tap or decap), drive strengths merged, types with 2 or more instances in the layout]
cell type,count
dfxtp,57
nor2,56
xnor2,21
clkdlybuf4s50,21
nand3,17
mux2i,15
xor2,13
clkbuf,12
nand2,10
a21oi,9
nor3,9
inv,8
nor4,7
nand4,7
a211oi,7
and4,7
o21ai,5
and3,5
dlxtn,4
nor2b,4
or3,4
buf,3
a22o,3
nand2b,2
o21a,2
nand4b,2
and2,2
or4,2
ha,2
a21o,2
clkinv,2
[final cells by class]
type / instances / area (sq um) / area share, %
clock inverter: 4 / 51.3 / 1.62
inverter: 8 / 30.0 / 0.947
tap: 70 / 87.6 / 2.76
clock buffer: 12 / 155 / 4.90
multi-input combinational: 223 / 1410 / 44.5
timing repair buffer: 24 / 233 / 7.34
sequential: 61 / 1200 / 37.9
[logic make-up after synthesis]
| kind of cell | Yosys count | synth area share [%] |
|---|---|---|
| AOI/OAI and AO/OA | 33 | 8.22 |
| xor gates and xnor gates | 34 | 11.0 |
| DFF | 57 | 42.3 |
| latches | 4 | 2.23 |
| buffers and inverters | 23 | 3.25 |
| adders and majority gates | 2 | 0.928 |
| and+or+nand+nor | 139 | 26.4 |
| muxes | 15 | 5.57 |
[sequential cells by signal, summed over array words and instances (netlist names)]
| signal | count |
|---|---|
| Uart_Tx | 1 |
| tx_data_in_store | 8 |
| Baud_Counter | 32 |
| Next_State | 3 |
| Current_State | 3 |
| tx_data_in_process | 8 |
| Bit_Counter | 6 |
[worst min-delay path, stage by stage, from the launching register on]
cell and delay, ns:
dfxtp_1 0.31, nand2_1 0.05, a21oi_1 0.05
Power figures rest on the tool's default switching activity, not on a simulated workload.
