`run.sh`:
```
#!/bin/bash
# OpenROAD 26Q1-2900-gdf79404cd8, Yosys 0.63+post, stock flow scripts
make -C /OpenROAD-flow-scripts/flow DESIGN_CONFIG=/design/flow/config.mk WORK_HOME=/design/flow/orfs finish
```
`config.mk`:
```
export PLATFORM = sky130hd
export DESIGN_NAME = Fifo_Wrapper_vol2
export DESIGN_NICKNAME = Fifo_Wrapper_vol2
export VERILOG_FILES = /design/flow/design.v
export SDC_FILE = /design/flow/constraint.sdc
export NUM_CORES = 4
export LEC_CHECK = 1
export CORE_UTILIZATION = 30
```
`design.v`:
```
`timescale 1ns / 1ps
module Contorller_Wrapper(
input nwrite_en,nread_en,internal_clk_fgpa,nreset_button,
output [1:0]fifo_stage,
output [7:0]fifo_state_segs
    );
wire write_en,read_en,reset_button;
assign write_en     = ~(nwrite_en);
assign read_en      = ~(nread_en);
assign reset_button = ~(nreset_button);
Debouncer_Module  Debouncer_Reset (
    .test_button(reset_button),.dvd_clk(internal_clk_fgpa),
    .wire_button(reset_fifo)
); 
Debouncer_Module  Debouncer_Read_en (
    .test_button(read_en),.dvd_clk(internal_clk_fgpa),
    .wire_button(read_en_wire)
); 
Debouncer_Module  Debouncer_Write_en (
    .test_button(write_en),.dvd_clk(internal_clk_fgpa),
    .wire_button(write_en_wire)
); 
fifo_stage_cntrl fifo_stage_cntrl(
.fifo_stage(fifo_stage),
.fifo_state_segs(fifo_state_segs),
.clk(internal_clk_fgpa),.read_en(read_en_wire),.write_en(write_en_wire),.reset(reset_fifo)
    );
endmodule
`timescale 1ns / 1ps
module Debouncer_Module
    (
    input test_button,dvd_clk,
    output reg wire_button= 0
);
integer count_down = 0;
localparam test_bench_howmanyclk = 5,
			  synthesis_howmanyclk  = 5*10**6;
localparam howmanyclk =  synthesis_howmanyclk;
reg state_reg = 0;
always @(posedge dvd_clk) begin
	case(state_reg)
		1'b0: begin
		if(test_button == 1'b1) begin
		count_down <= 0;
		state_reg <= 1; end
		end
		1'b1: begin
			if(test_button == 1'b1) begin
				if(count_down != howmanyclk)
				count_down <= count_down + 1;
				else
				wire_button <= 1;
			end else begin 
			state_reg <= 0;
			wire_button <= 0;
			end
		end
	endcase
end
endmodule
`timescale 1ns / 1ps
module Fifo_Wrapper_vol2
#(parameter fifo_size = 5, parameter fifo_bit_len = 3)
(
input nwrite_en,nread_en,nreset_button,
input clk_fpga,
input  [fifo_bit_len-1:0]  Value_in,
output [fifo_bit_len-1:0]  Value_out,
output [6:0]fifo_state_segs,
output [6:0]Counter_Display,
output empty_led,filled_led
    );
wire [1:0] fifo_stage_wire;
wire slow_clk;
wire clk;
assign clk = clk_fpga;
wire nrst ; assign nrst = nreset_button ;
Contorller_Wrapper  Stage_CNRTL(
.nwrite_en(nwrite_en) ,
.nread_en(nread_en) ,
.internal_clk_fgpa(clk_fpga),
.nreset_button(nrst) ,
.fifo_stage(fifo_stage_wire) ,
.fifo_state_segs(fifo_state_segs)
    );
wire reset_button;
assign reset_button = ~(nreset_button);
Debouncer_Module  Debouncer_Reset (
    .test_button(reset_button),.dvd_clk(clk),
    .wire_button(reset_fifo)
); 
clk_divider clk_divider(
    .internal_clk_fgpa(clk),
    .clk_mode(1'b0),                 
    .clk_out(slow_clk)
);  
Fifo_vol_2 #(.fifo_size(fifo_size), .fifo_bit_len(fifo_bit_len)) Fifo_vol_2 (
.Value_in(Value_in),
.Value_out(Value_out),
.fast_clk(clk),.nreset(reset_fifo),.slow_clk(slow_clk),
.empty_led(empty_led),.filled_led(filled_led),
.Counter_Display(Counter_Display),.fifo_stage(fifo_stage_wire)
);
endmodule
module Fifo_vol_2
#(parameter fifo_size = 6, parameter fifo_bit_len = 8)
(
input       [fifo_bit_len-1:0] Value_in,
output reg  [fifo_bit_len-1:0] Value_out,
input slow_clk,nreset,fast_clk,
output reg  empty_led,filled_led,
output reg [6:0] Counter_Display,
input [1:0]fifo_stage
);
reg [fifo_bit_len-1:0] Value_Bank[fifo_size-1:0];                        
localparam Idle                  =2'b00,
           Reading               =2'b01,
           Writing               =2'b10,
           Reading_Writing       =2'b11;
integer ii = 0;                                                              
reg [3:0] counter = 0;
always @(posedge slow_clk) begin
	if(nreset == 0) begin
		 case(fifo_stage) 
			  Idle              :begin  
											empty_filled_check();
											Value_out <= 0;
										end
			  Reading           :begin
											 empty_filled_check();
											 if(counter != 0) begin
											 Value_Bank[fifo_size -1] <= 0;
											 shift_components_to_left();
											 Value_out <= Value_Bank[0];
											 counter <= counter - 1; end 
											 else 
											 Value_out  <= 0;
								 end
			  Writing           :begin 
											 empty_filled_check();
											 if(counter < fifo_size) begin
											 Value_Bank[counter] <= Value_in;
											 counter <= counter + 1; end 
										end
			  Reading_Writing   :begin    
												  filled_led  <= 0;           
												  empty_led   <= 0;                           
								 end
		 endcase
	end  else  begin
            counter     <= 0;
            filled_led  <= 0;           
			empty_led   <= 1;  
             for(ii = 0 ; ii <= fifo_size-1 ; ii = ii +1) begin
                  Value_Bank[ii] <= 0;             
             end 
	end
end
always  @(posedge fast_clk) begin
    counter_display();	
end
task empty_filled_check();
begin
        if(counter == 0) begin                filled_led  <= 0;           empty_led   <= 1;       end
        else if(counter == fifo_size) begin   filled_led  <= 1;           empty_led   <= 0;       end
        else  begin                      filled_led  <= 0;           empty_led   <= 0;       end
end endtask
task shift_components_to_left();
begin
    for(ii = 0 ; ii <= fifo_size-2 ; ii = ii +1) begin
        Value_Bank[ii] <= Value_Bank[ii +1] ;
    end
end endtask
task shift_components_to_right();
begin
    for(ii = 0 ; ii <= fifo_size-2 ; ii = ii +1) begin
        Value_Bank[ii+1] <= Value_Bank[ii] ;
    end
end endtask
task counter_display(); begin
case(counter)
4'd1:  begin   Counter_Display <= 7'h79;     end
4'd2:  begin   Counter_Display <= 7'h24;     end
4'd3:  begin   Counter_Display <= 7'h30;     end
4'd4:  begin   Counter_Display <= 7'h19;     end
4'd5:  begin   Counter_Display <= 7'h12;     end 
4'd6:  begin   Counter_Display <= 7'h2;      end 
4'd7:  begin   Counter_Display <= 7'h78;     end 
4'd0:  begin   Counter_Display <= 7'h40;     end 
default:begin  Counter_Display <= 7'h4f;     end 
endcase
end endtask
endmodule
`timescale 1ns / 1ps
module clk_divider(
    input internal_clk_fgpa,
    input clk_mode,     
    output reg clk_out=0,
    output reg slow_clk = 0
    );
integer divider = 0;
localparam test_bench_waitfor = 5,
			  synthesis_waitfor  = 5*10**7;
localparam waitfor = synthesis_waitfor;
always @(posedge internal_clk_fgpa) begin
case(clk_mode) 
    1'b0  : begin              
                if(divider >= waitfor) begin
                clk_out <= ~clk_out;
                divider <= 0 ;
                end else  inc_divider_task();
                slow_clk <= 1;
    end
    1'b1        : begin
                if(divider == 2*waitfor) begin
                clk_out <= ~clk_out;
                divider <= 0 ;
                end else  inc_divider_task();
                slow_clk <= 0;
    end
    default:    clk_out <= internal_clk_fgpa;
endcase
end
task inc_divider_task();
begin
divider <= divider +1;
end endtask
endmodule
`timescale 1ns / 1ps
module fifo_stage_cntrl(
output reg [1:0]fifo_stage,
output reg  [7:0]fifo_state_segs,
input clk,read_en,write_en,reset
    );
localparam Idle                  =2'b00,
           Reading               =2'b01,
           Writing               =2'b10,
           Reading_Writing       =2'b11;
always @(posedge clk) begin
	if(reset == 0)
    state_check();
	else begin
	fifo_stage <=  Idle ;      
	fifo_state_segs <=   7'h40;  
	end
end
task state_check();
begin
    if(write_en == 1 & read_en == 1)         begin           fifo_stage <=  Reading_Writing ;       fifo_state_segs <=   7'h30;     end
    else if(read_en  == 1 & write_en == 0)   begin           fifo_stage <=  Reading         ;       fifo_state_segs <=   7'h79;     end
    else if(write_en == 1 & read_en == 0)    begin           fifo_stage <=  Writing         ;       fifo_state_segs <=   7'h24;     end
    else                                     begin           fifo_stage <=  Idle            ;       fifo_state_segs <=   7'h40;     end
end endtask
endmodule
```
`constraint.sdc`:
```
current_design Fifo_Wrapper_vol2

set clk_period 4.5
set clk_io_pct 0.2

create_clock -name clk0 -period $clk_period [get_ports {clk_fpga}]

set non_clock_inputs [all_inputs -no_clocks]
set_input_delay [expr $clk_period * $clk_io_pct] -clock clk0 $non_clock_inputs
set_output_delay [expr $clk_period * $clk_io_pct] -clock clk0 [all_outputs]
```
==> summary.txt <==
The run has ended; figures from its reports follow.

The global placement routability congestion came out at 0.8396. The number of flip-flops and latches in the synthesized netlist is 208. Switching power as a fraction of the total was reported as 0.2287. The worst-case IR drop observed on VDD is 0.0002132 V. On the final layout, the worst clock skew is 0.01074 ns.

The vias after detailed routing came out at 7308. The die is 192.4 µm tall. The wire length after detailed routing is 20010 µm.

The final worst-path setup slack came out at 1.939 ns. The leakage component of the power is 4.271 nW. Looking at the clock tree report, the root buffer type is clkbuf_16.

The number of iterations in the first detailed-routing pass came out at 26. The post-DP HPWL is 13310 µm. The post-synth count of flops with an enable pin is 151. The pin count of the biggest net entering global routing came out at 69. The remaining number of nets flagged by the antenna check after routing is 0. The tightest hold path in the finished design has a slack of 0.4649 ns. Post-CTS repair ended up resizing 0 cells.

The number of antenna violations at the first check in global routing is 0. In the final report, the number of endpoints failing setup comes to 0. The post-route minimum period is 2.561 ns. The fill cell instance count of the final layout came out at 3427. Data on the critical path is required at its endpoint by 4.67 ns.

The internal power is 0.002929 W. In the routed layout, each cell is associated on average with a via count of 4.776. The distinct cell type count of the synthesized netlist is 55.

The H-tree depth reported by CTS is 4. The first global-routing pass estimated 34020 µm of wire. In the routed design, unresolved DRC markers number 0. The combinational group share of total power is 0.054. The tool warning count for the run is 35. In this build the clock could be raised as far as 390.5 MHz. The synthesis report names the predominant flop master as edfxtp_1. The actual slew at the worst max-slew pin is 0.8499 ns.

The overall overflow remaining after global route came out at 0. The leading cell type in the layout, fill and taps excluded is edfxtp_1. The origin of the worst setup path is Debouncer_Reset.count_down[23]$_SDFFCE_PN0P_. TritonCTS built the clock tree.

The worst setup path is launched from a register. The number of port buffers came out at 24. In this run the post-CTS setup repair buffer count came out at 0. The area used by sequential logic in the layout came out at 0.005677 mm². Of the total power, the clock network draws 0.418. The longest clock path from root to sink contains 2 buffers. The worst setup timing slack at the placement stage is 1.812 ns. The effective utilization at floorplan came out at 0.3051. The chip area line in the Yosys stat output reads 0.01088 mm².

The logic area came out at 0.004960 mm². The via count of the first global-routing pass came out at 6840. The critical path in this run is classified as register to register. The count of yosys warnings during synthesis came out at 9. The arrival time of data at the critical path endpoint came out at 2.73 ns.

The worst min-delay path category is register to register. The source of the worst register-to-register timing path is Debouncer_Reset.count_down[23]$_SDFFCE_PN0P_. The largest fanout on the critical path came out at 17. The area of the mapped netlist came out at 0.01088 mm². The routed wirelength normalized by instance count is 13.08 µm. The net switching component of the power is 0.0008684 W. The timer found 24 register pins that no clock reaches; their paths are not timed. For this run, asynchronously set or reset flops after synthesis account for 0. 0 antenna diodes ended up in the layout.

The die span in x is 192.4 µm. The die covers 0.03703 mm². The count of endpoints without a timing constraint is 54.

The final layout reports a setup TNS of 0 ns. The number of max-cap violations came out at 0. The cell row count is 69. The fraction of layout cells with a size suffix above 1 came out at 0.06361. The run finished with clean final reports. The sequential fraction of the synthesis area is 0.5217. The number of cells in the yosys synthesis report is 1038.

The number of placed I/O pins is 26. The fraction of power consumed by sequential logic is 0.528. The mean instance size in the synthesized netlist is 10.48 µm². The post-synthesis to final-layout area growth is 13.05%. Dividing the final minimum period by the clock period gives 0.5691. The core region is 0.03566 mm². The library cells used most frequently in the layout, excluding fill and tap cells, are edfxtp_1, nor2_1, and2_1, xnor2_1, nand3_1. Pins over their slew limit in the final report were tallied at 0. The kind of end point of the critical path is a register. Setup repair after global routing left no endpoint under its margin. The origin of the worst min-delay path is clk_divider.divider[0]$_SDFF_PP0_.

The clock latency on the worst-skew pair came out at 0.43 ns. The number of violations reported at the end of detailed-routing iteration 0 came out at 529. The slew check shows that the tightest pin keeps a relative margin of 0.4291.

The number of hold violations in the final report came out at 0. The post-synthesis instance total is 1038. The hold buffer count at CTS is 0.

The TritonCTS buffer count is 17. The areal power density over the cells came out at 308.8 mW/mm². The total global-route track usage came out at 0.1156. On the worst setup and hold paths after CTS, the clock-pin slew comes to 0.07 ns.
-- layer usage --
layer  vias to the layer above  GRT usage  part of all wire
li1                       3742          -                 -
met1                      3443     0.1864              0.50
met2                       106     0.1742              0.45
met3                        17    0.01633             0.027
met4                         0    0.01908             0.015
met5                         -          0                 0
-- per-stage QoR --
stage | util | instance area (µm²) | std cells | total power (W)
final | 0.3449 | 12300 | 1530 | 0.003797
after global placement | 0.3271 | 11660 | 1498 | 0.002244
after CTS | 0.3449 | 12300 | 1530 | 0.003845
after global routing | 0.3449 | 12300 | 1530 | 0.003949
after floorplan | - | 10880 | 1038 | 0.002170
after detailed placement | 0.3271 | 11660 | 1498 | 0.002246
-- cell type report --
type	instances	share of cell area
Multi-Input combinational cell	759	0.4033
Sequential cell	208	0.4616
Tap cell	461	0.04690
Timing Repair Buffer	34	0.02564
Clock inverter	9	0.007325
Clock buffer	23	0.04426
Inverter	36	0.01099
-- synthesized netlist by cell type, drive strengths merged, types with 35 or more instances --
cell    count  share of area
nor2       88          0.030
nand3      70          0.032
xor2       57          0.046
nor4       35          0.026
xnor2      78          0.063
nand2      65          0.022
edfxtp    151           0.42
and2       87          0.050
nand4      50          0.030
inv        36          0.012
dfxtp      57           0.10
-- logic make-up (layout without fill, tap and decap cells) --
family          after synthesis  in the layout  synth area share
mux                           4              4          0.003796
xor+xnor                    135            135            0.1087
flops                       208            208            0.5217
buf+inv                      71            102           0.02691
other cells                   1              1         0.0003447
compound gates               69             69           0.03738
simple gates                532            532            0.2797
fa+ha+maj                    18             18           0.02139
-- power groups by stage --
stage         registers, W  logic [W]  clock network [W]
global route       0.00202   0.000234            0.00170
finish             0.00200   0.000205            0.00159
CTS                0.00200   0.000209            0.00163
-- critical path, stage by stage, from the launching register on --
cell	delay (ns)
edfxtp_1	0.47
or4b_2	0.66
nor4_1	0.58
a21oi_4	0.29
buf_4	0.29
-- worst paths after layout --
kind                                                                    end  slack (ns)  cells past startpoint
worst max-delay path            Debouncer_Reset.count_down[5]$_SDFFCE_PN0P_        1.94                      4
worst min register to register            clk_divider.divider[0]$_SDFF_PP0_        0.46                      1
worst min-delay path                      clk_divider.divider[0]$_SDFF_PP0_        0.46                      1
worst max register to register  Debouncer_Reset.count_down[5]$_SDFFCE_PN0P_        1.94                      4
Power and IR drop assume default switching activity.
