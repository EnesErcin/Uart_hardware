==> flow/design.v <==
`timescale 1ns / 1ps
module Uart_Reciver_Wrapper
#(  parameter CLK_FREQ      = 50_000_000,
    parameter BAUD_RATE     = 9600,
    parameter Word_Len      = 8)
(
input clk,reset,                                     
input rx_i,                                          
output rx_data_in_ready,                             
output [Word_Len-1:0] rx_data_out                
);
Uart_Reciver
#(  .CLK_FREQ (CLK_FREQ ) ,
    .BAUD_RATE(BAUD_RATE) ,
    .Word_Len (Word_Len ) )
Uart_Reciver (
.clk(clk),.reset(reset), 
.rx_i(rx_i),
.rx_data_in_ready(rx_data_in_ready),
.rx_data_out(rx_data_out)
    );
endmodule
`timescale 1ns / 1ps
module Uart_Reciver
#(  parameter CLK_FREQ      = 50_000_000,
    parameter BAUD_RATE     = 9600,
    parameter Word_Len      = 8)
(
input clk,reset, 
input rx_i,
output reg rx_data_in_ready,
output reg [Word_Len-1:0] rx_data_out
    );
localparam Baud_Rate_Max = CLK_FREQ/BAUD_RATE;
localparam Bit_Count_Max = Word_Len;
integer Baud_Counter        = 0;
reg [5:0] Bit_Counter       = 0;
reg [2:0] Current_State= 3'b001, Next_State = 3'b001;   
wire Baud_Done,Data_Done; 
assign Baud_Done  = (Baud_Counter == Baud_Rate_Max -1) ? 1'b1: 1'b0;     
assign Data_Done  = (Bit_Counter == Word_Len-1)? 1'b1: 1'b0;          
reg [Word_Len-1:0]rx_data_bank = 0, rx_data_bank_store= 0 ;
always @(*) begin
    case(Current_State)
        3'b001   : begin 
                        if(rx_i  == 0)
                             Next_State = 3'b010;
                        else 
                            Next_State  = Current_State;
                  end 
        3'b010  : begin 
                        if (Baud_Done == 1) 
                             Next_State = 3'b011;
                        else 
                            Next_State  = Current_State;
                    end
        3'b011   : begin
                        if (Baud_Done & Data_Done == 1)
                            Next_State = 3'b100 ;
                        else 
                            Next_State  = Current_State;
                 end
        3'b100   : begin 
                       if (Baud_Done == 1) 
                             Next_State = 3'b001;
                        else 
                            Next_State  = Current_State;
                   end
    endcase
end
always @(posedge clk) begin 
    if(reset == 1) begin
        Current_State <= 3'b001;
    end else begin
        Current_State <= Next_State;
    end
end
always @(posedge clk) begin
    if(reset == 1)
        Baud_Counter <= 0 ;
    else begin
        if(Baud_Counter < Baud_Rate_Max)
            Baud_Counter <= Baud_Counter +1;
        else 
            Baud_Counter <= 0 ;
    end
end
localparam Idle_tx  = 1'b1,
           Start_tx = 1'b0,
           Stop_tx  = 1'b1;
always @(*) begin
end
always@(posedge clk) begin
    if(reset == 1) begin
        rx_data_bank <= 0;
        Bit_Counter <= 0;
    end else if (Baud_Done == 1) begin
           if(Current_State != Next_State) begin
                Bit_Counter         <= 0;
           end else begin
                rx_data_bank                <= rx_data_bank << 1;
                Bit_Counter                   <= Bit_Counter + 1;
           end
    end    
    case(Current_State)
        3'b001   : begin 
                            rx_data_out <=  Idle_tx;
                            rx_data_in_ready <= 0;
                  end 
        3'b010  : begin 
                            rx_data_out <=  Start_tx;
                    end
        3'b011   : begin     if(reset == 0)
                            rx_data_bank[0] <= rx_i;
                  end
        3'b100   : begin 
                            rx_data_in_ready <= 1;
                            rx_data_out      <=  rx_data_bank;
                   end
    endcase
end
endmodule
==> flow/run.sh <==
#!/bin/bash
# OpenROAD 26Q1-2900-gdf79404cd8, Yosys 0.63+post, stock flow scripts
make -C /OpenROAD-flow-scripts/flow DESIGN_CONFIG=/design/flow/config.mk WORK_HOME=/design/flow/orfs finish
==> flow/config.mk <==
export PLATFORM = sky130hd
export DESIGN_NAME = Uart_Reciver_Wrapper
export DESIGN_NICKNAME = Uart_Reciver_Wrapper
export VERILOG_FILES = /design/flow/design.v
export SDC_FILE = /design/flow/constraint.sdc
export NUM_CORES = 4
export LEC_CHECK = 1
export CORE_UTILIZATION = 40
==> flow/constraint.sdc <==
current_design Uart_Reciver_Wrapper

set clk_period 4.2
set clk_io_pct 0.2

create_clock -name clk0 -period $clk_period [get_ports {clk}]

set non_clock_inputs [all_inputs -no_clocks]
set_input_delay [expr $clk_period * $clk_io_pct] -clock clk0 $non_clock_inputs
set_output_delay [expr $clk_period * $clk_io_pct] -clock clk0 [all_outputs]
==> run notes <==
The synthesis and PnR run went through. Distinct cell type count of the synthesized netlist landed at 41. Detailed-route iteration 0 reported a violation count of 59. Yosys cell count landed at 300. Number of register pins that no clock reaches landed at 3. According to the floorplan report, the die width is 85.07 um.

Count of antenna diodes in the layout landed at 0. Height of the die landed at 85.07 um. Remaining antenna violation count after routing landed at 0.

For this design the static power due to leakage is 1.185 nW. Synthesized area landed at 2760 um^2. Number of global-route vias before repair landed at approximately 1900. Fraction of the cycle the final worst path needs landed at 56.14%. After synthesis the netlist holds a flip-flop and latch count of around 61. Per the timing report, the achievable frequency comes out to between 400 and 500 MHz. By count the netlist is led by nor2_1 (52), dfxtp_1 (49), xor2_1 (24). Total length of routed wires landed at 4947 um.

According to the hold report, the worst path is of the reg -> reg type. The final route contains 2069 vias. Compound-gate portion of the synthesized area landed at 5.576%. After global routing the overflow that remains totals 0.

TritonRoute reported its final design rule violation total as 0. Setup repair after global routing left no endpoint under its margin. The cell sequence reported for the critical path is clkdlybuf4s50_1, nor4_1, o211ai_1, o21a_1, buf_4, nor2_1. Cell-internal power landed at 930.8 uW. The warning tally printed by Yosys for this design is 1. Number of instances in the synthesized netlist landed at ~300.

TritonCTS built the clock tree. Power spent charging and discharging nets landed at 240.3 uW. Per the layout report, the design carries 608 filler cells.

Post-cts sizing count landed at 0. After synthesis, the largest area contributor takes up a little over a third of total cell area. Summing all flip-flop and latch instances after layout gives 1296 um^2.

The die covers 7237 um^2. The clock passes through at most 2 buffers. Total setup buffers inserted after CTS landed at 0. The share of total power dissipated in the clock network is a little under half.

Of the total power, registers draw 49.3%. The first global-routing pass estimated 8666 um of wire. As reported, the later end of the worst-skew pair has a clock insertion delay of roughly 330 ps.

Max capacitance violation total landed at 0. In the final report, the number of endpoints failing setup comes to 0. Max-slew violation count landed at 0. STA puts the critical path data required time at 4470 ps. Area fraction in xor and xnor cells landed at a little over a tenth. Checking max transition, the worst relative margin is between 40% and 50%. For reference, the clock transition at the flip-flops on the worst setup and hold paths is 60 ps.

CTS buffer count landed at 9. The synthesized design contains 9 enable-type register cells. Warnings raised by the tools during the run amount to 25.

The synthesis stats list as the most numerous cell nor2_1. Worst-margin pin slew landed at 829.7 ps. Across the routed clock network, the largest skew measured is about 5.9 ps.

In this run the worst path has a maximum fanout of 31. In the floorplan report the effective utilization is 42.50%. The clock tree synthesis step divided the H-tree into 3 levels. The cell-mix breakdown from Yosys lists the simple-gate area share as 30.64%.

Share of async-settable or async-resettable flops after synthesis landed at 0%. The commonest register cell is dfxtp_1. Routability-driven placement finished with a final weighted congestion of 0.8086. The script logs the mean routed wire length per placed instance as 12.62 um.

Of the total power, combinational logic draws 2.7%. Signed area change from the synthesized netlist to the final layout landed at 13.37%. Hold buffer count at cts landed at 0. Of the combinational cells, the family taking the most area is simple AND/OR/NAND/NOR gates. A synthesized cell averages 9.200 um^2. For the final routed database, the setup TNS stands at 0 ps. Fraction of power spent switching nets landed at about a fifth. Yosys reports a chip area of 2760 um^2. Post-place instance area landed at 2912 um^2. Combinational gate area landed at 1394 um^2. The flow ran to the end, and the final reports show no timing, DRC or antenna violations. Placeable core area landed at 6495 um^2. Cells with a size suffix above 1 make up 7.302% of the layout. Peak supply drop landed at roughly 250 uV. Total global-route track usage landed at 15.16%. Pin count of the biggest net entering global routing landed at 32. Data arrival time of the critical path landed at 2630 ps.

Measured against the total synthesized area, the mux share comes to 2.901%. Number of endpoints with negative hold slack in the final report landed at 0. Number of I/O pins landed at 12.

Final cell area excluding filler cells landed at about 3100 um^2. In this run the clock root is driven by a clkbuf_8. The slowest stage of the critical path is the clkdlybuf4s50_1 cell. The worst setup path is captured at a flip-flop. Mean number of vias per cell landed at around 5.3. STA classifies the critical path startpoint as an input pin. Area fraction in full adders, half adders and majority gates landed at less than 1%. In the log, the iteration count for the first detailed-route pass is 4. Count of buffers inserted at the top-level ports landed at 11.

For this run the detailed placement stage logged an HPWL of 3199 um. 3 endpoints have no timing constraint. The largest single stage delay on the critical path is 770 ps.

The report lists the power per cell area as approximately 370 nW/um^2. Clock period minus worst slack landed at about 2400 ps. For reference, the placement row count at floorplan is 29.

The biggest area contributor in the post-synthesis netlist is dfxtp_1. The critical path in this run is classified as in -> reg. After synthesis, the cell types taking the most area are dfxtp_1 (36%), edfxtp_1 (9.8%), xor2_1 (7.6%), nor2_1 (7.1%), nand3_1 (3.1%).

Number of antenna violations at the first check in global routing landed at 0.
[per-layer routing]
| layer | up-vias | track usage [%] | wire length (um) |
|---|---|---|---|
| met5 | - | 0 | 0 |
| met3 | 12 | 2.369 | 136 |
| met4 | 0 | 3.082 | 110 |
| li1 | 1071 | - | - |
| met2 | 24 | 22.80 | 2140 |
| met1 | 962 | 24.26 | 2559 |
[layout by cell type (no fill, tap or decap), drive strengths merged, types with 5 or more instances in the layout]
cell | synthesis | routed
and3 | 13 | 13
xor2 | 24 | 24
nor4 | 11 | 11
xnor2 | 9 | 9
nand2 | 20 | 20
mux2i | 8 | 8
clkdlybuf4s50 | 0 | 11
dfxtp | 49 | 49
nor2b | 6 | 6
nand4 | 13 | 13
edfxtp | 9 | 9
nand2b | 5 | 5
a21oi | 11 | 11
nor2 | 52 | 52
nand3 | 17 | 17
o21ai | 5 | 5
clkbuf | 9 | 10
[critical path: cells and delay by family]
family	cells	cell delay (ps)
compound gates	2	320
buf+inv	2	1000
simple gates	2	470
[worst paths after layout]
path                            startpoint                            to  slack [ps]  depth (start not counted)
min            Uart_Reciver.Bit_Counter[1]   Uart_Reciver.Bit_Counter[1]         470                          2
min reg2reg    Uart_Reciver.Bit_Counter[1]   Uart_Reciver.Bit_Counter[1]         470                          2
max                                  reset  Uart_Reciver.Baud_Counter[8]        1840                          6
max reg2reg  Uart_Reciver.Current_State[2]  Uart_Reciver.rx_data_bank[5]        1950                          5
[metrics by stage]
| step | cells | power, mW | worst slack [ps] | hold WS [ps] | util, % |
|---|---|---|---|---|---|
| after floorplan | 300 | 0.6075 | 2415 | 429.5 | - |
| after global placement | 376 | 0.6212 | 1526 | 451.5 | 44.83 |
| after detailed placement | 376 | 0.6215 | 1456 | 463.4 | 44.83 |
| after CTS | 392 | 1.185 | 1794 | 473.9 | 48.18 |
| after global routing | 392 | 1.218 | 1658 | 508.8 | 48.18 |
| final | 392 | 1.171 | 1842 | 471.2 | 48.18 |
[cell families after synthesis]
kind of cell,after synthesis
compound gates,26
xor+xnor,33
fa+ha+maj,2
buf+inv,15
flops,58
latches,3
mux,8
simple gates,155
[sequential cells by signal (all words and copies together), names as in the netlist]
register,flops
Uart_Reciver.Baud_Counter,32
Uart_Reciver.rx_data_bank,8
Uart_Reciver.rx_data_out,8
Uart_Reciver.Bit_Counter,6
Uart_Reciver.Current_State,3
Uart_Reciver.Next_State,3
Uart_Reciver.rx_data_in_ready,1
[final cells by class]
cell class / instances / area share [%]
Clock buffer: 10 / 4.398
Clock inverter: 6 / 2.559
Inverter: 2 / 0.2399
Multi-Input combinational cell: 224 / 44.54
Sequential cell: 61 / 41.42
Tap cell: 77 / 3.079
Timing Repair Buffer: 12 / 3.759
[power groups by stage]
stage / registers, mW / logic [mW] / clock network, mW
finish: 0.577 / 0.0315 / 0.562
CTS: 0.577 / 0.0322 / 0.576
global route: 0.578 / 0.0358 / 0.605
Power is estimated from default activity; no workload was simulated.
